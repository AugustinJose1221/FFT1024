==> flow/design.v <==
module fftctrl2048(input wire clock, input wire reset,
input wire enable,
output reg addr_enable,
output reg addr_writemode,
output reg butterfly_enable,
output reg done);
reg [3:0] state;
reg [15:0] iterations;
reg [3:0] waitcounter;
always @(posedge clock) begin
if (reset) begin
state <= 0;
iterations <= 0;
waitcounter <= 0;
done <= 0;
addr_enable <= 0;
addr_writemode <= 0;
butterfly_enable <= 0;
end
if (state == 0 && enable) begin
state <= 1;
done <= 0;
end
if(state == 1) begin
state <= 2;
butterfly_enable <= 1;
end
if (state == 2) begin
state <= 3;
butterfly_enable <= 0;
end
if (state == 3 && waitcounter < 1) begin
waitcounter <= waitcounter + 1;
end
if (state == 3 && waitcounter == 1) begin
waitcounter <= 0;
state <= 4;
addr_writemode <= 1;
end
if (state == 4) begin
state <= 5;
addr_writemode <= 0;
end
if (state == 5) begin
state <= 6;
addr_enable <= 1;
end
if (state == 6) begin
addr_enable <= 0;
if (iterations == 11263) begin
iterations <= 0;
state <= 7;
done <= 1;
end
else begin
iterations <= iterations + 1;
state <= 1;
end
end
if (state == 7) begin
done <= 0;
state <= 0;
end
end
endmodule
==> flow/run.sh <==
#!/bin/bash
# OpenROAD 26Q1-2900-gdf79404cd8, Yosys 0.63+post, stock flow scripts
make -C /OpenROAD-flow-scripts/flow DESIGN_CONFIG=/design/flow/config.mk WORK_HOME=/design/flow/orfs finish
==> flow/config.mk <==
export PLATFORM = sky130hd
export DESIGN_NAME = fftctrl2048
export DESIGN_NICKNAME = fftctrl2048
export VERILOG_FILES = /design/flow/design.v
export SDC_FILE = /design/flow/constraint.sdc
export NUM_CORES = 4
export LEC_CHECK = 1
export CORE_AREA = 10 10 96 96
export DIE_AREA = 0 0 106 106
==> flow/constraint.sdc <==
current_design fftctrl2048

set clk_period 3.0
set clk_io_pct 0.2

create_clock -name clk0 -period $clk_period [get_ports {clock}]

set non_clock_inputs [all_inputs -no_clocks]
set_input_delay [expr $clk_period * $clk_io_pct] -clock clk0 $non_clock_inputs
set_output_delay [expr $clk_period * $clk_io_pct] -clock clk0 [all_outputs]
==> deck_impl_summary.md <==
Run Summary

Die
  • Die Height: 106 microns
  • Num rows: 31
  • IO Pins: 7
  • Chip Width: 106 microns
  • Chip area: 0.0112 sq mm
  • Core ar.: 0.00721 sq mm
  • Floorplan utilization: 19.3%

Global route
  • First-pass GRT wire length: 4200 microns
  • Initial antenna violation count: 0
  • Vias in the first global route: 891
  • Gr usage total: 4.48%
  • Pin count of the biggest net entering global routing: 17
  • GR Overflow Total: 0

Clock tree
  • Clk latency late pin: 0.28 ns
  • CTS buffer count: 5
  • H-tree Lvls: 2
  • Cts hold-fix bufs: 0
  • Clk buf depth: 2
  • TritonCTS clock tree: done
  • Worst-path clk slew: 0.07 ns
  • Setup Fix Bufs, Post-CTS: 0
  • Clock sinks: 32
  • Post-cts repair resize count: 0
  • Root Buffer: clkbuf_8

Worst setup path
  • Worst Setup SP: iterations[10]
  • Crit path max fanout: 15
  • CP Launch Type: register
  • Crit path cell chain: or4b_1 -> nor3b_2 -> a21bo_2 -> nor2_1
  • Worst EP arrival: 2.03 ns
  • RR Startpoint: iterations[10]
  • CP max-delay cell: or4b_1
  • Critical path class: reg -> reg
  • Max incr delay on CP: 0.58 ns
  • Critical Path RT: 3.03 ns
  • CP Capture Type: register

Place
  • Setup WS pre-CTS: 0.996 ns
  • Routability congestion estimate: 0.733
  • DP HPWL: 1650 microns
  • Port bufs: 6
  • Placed cell count: 234

Layout
  • Core Util, Final: 23.2%
  • Share of post-route cells with drive strength above 1: 9.09%
  • Synth-to-Final Area Change: 20.0%
  • Layout filler cell count: 807
  • Fin cells: 242

Job
  • Tool warnings: 27
  • Maxcap violations: 0

Synth
  • Mean Syn Cell Area: 10.7 sq um
  • Chip Area, Yosys: 0.00139 sq mm
  • Dominant register cell: edfxtp_1
  • Syn Inst Count: 130
  • Synth warnings: 1
  • Synth top area share: 34.5%
  • Post-synth EDFFs: 16
  • Synthesized area: 0.00139 sq mm
  • Most common cell in the netlist: nor2_1
  • Synth Seq Share: 57.5%
  • Post-synth cell types: 30
  • Synth cell count leaders: 24 x nor2_1, 16 x dfxtp_1, 16 x edfxtp_1, 11 x xnor2_1
  • Top post-synthesis cells by area: edfxtp_1 34%, dfxtp_1 23%, xnor2_1 6.9%, nor2_1 6.5%, ha_1 3.6%
  • Synth Register Bits: 32
  • Yosys top cell by area: edfxtp_1
  • Yosys cell count: 130
  • Fraction of registers with async set/reset: 0%

Detailed routing
  • Diode count: 0
  • Pre-antenna DRT Iters: 4
  • Wire per inst: 9.89 microns
  • Initial drt markers: 99
  • DR vias: 938
  • Drt drc: 0
  • Final wirelength: 2390 microns
  • DR vias/cell: 3.88
  • Antenna Nets Post-Route: 0

STA
  • Least-Margin Pin Slew: 0.779 ns
  • Fin crit share: 66.8%
  • Post-layout min period: 2.00 ns
  • Final hold violations: 0
  • Final number of setup-violating endpoints: 0
  • Max Freq: 0.499 GHz
  • Max-slew headroom: 47.3%
  • Clock Skew: 0.00926 ns
  • Setup tns final: 0 ns
  • RSZ-0062 raised after global routing: no
  • Final WS setup: 0.997 ns
  • Pins over their slew limit: 0

Power
  • Pwr/cell area: 638 mW/mm^2
  • Pwr Total: 1070 uW
  • Worst IR Drop VDD: 0.340 mV
  • Leak pwr: 0.000565 uW

Hold path
  • Class of the tightest hold or removal check: reg -> reg
  • Hold_sp: state[5]

Status
  • Run status: finished clean
sequential cells by signal (all words and copies together), names as in the netlist:
| signal | flops |
|---|---|
| addr_enable | 1 |
| waitcounter | 4 |
| addr_writemode | 1 |
| iterations | 16 |
| butterfly_enable | 1 |
| state | 8 |
| done | 1 |
power by group:
part           leakage, uW  internal (uW)  switching [uW]  total [uW]
logic             0.000216           71.2            59.9         131
clock network    0.0000534            213             156         369
registers         0.000295            522            44.9         567
total             0.000565            806             261        1070
final cells by class:
type                            instances  area, sq um  area share (%)
Inverter                                7         26.3            1.57
Clock buffer                            7         97.6            5.83
Timing Repair Buffer                    7         67.6            4.04
Clock inverter                          1         5.00           0.299
Multi-Input combinational cell         89          552            33.0
Tap cell                               99          124            7.40
Sequential cell                        32          801            47.9
metal layers:
layer  vias up  track usage (%)  wire (microns)
li1        477                -               -
met3         3             1.83             112
met4         0            0.580              14
met5         -                0               0
met2        11             6.80            1050
met1       447             6.08            1220
layout by cell type (no fill, tap or decap), types with 3 or more instances in the layout:
cell,count
ha_1,4
nor3_1,5
nor2_1,24
nor4_1,5
edfxtp_1,16
a21oi_1,7
clkdlybuf4s50_1,6
clkbuf_8,5
nand4_1,3
nand2_1,5
dfxtp_1,16
nand3_1,5
inv_1,7
xnor2_1,11
worst paths after layout:
check / endpoint / slack [ns] / cells past startpoint
setup / recovery: iterations[11] / 1.0 / 4
hold reg to reg: state[3] / 0.35 / 0
setup reg to reg: iterations[11] / 1.0 / 4
hold / removal: state[3] / 0.35 / 0
metrics by stage:
| stage | hold slack (ns) | cell area [sq um] |
|---|---|---|
| finish | 0.351 | 1670 |
| global route | 0.355 | 1670 |
| CTS | 0.353 | 1670 |
| detailed placement | 0.340 | 1570 |
| global placement | 0.333 | 1570 |
| floorplan | 0.331 | 1390 |
kinds of logic (layout without fill, tap and decap cells):
family | Yosys count | in the layout | synth area share, %
and+or+nand+nor | 57 | 57 | 20.8
DFF | 32 | 32 | 57.5
AOI/OAI and AO/OA | 14 | 14 | 6.19
xor gates and xnor gates | 13 | 13 | 8.17
buffers and inverters | 9 | 22 | 2.96
adders and majority gates | 4 | 4 | 3.59
muxes | 1 | 1 | 0.808
worst max-delay path: cells and delay by family, from the launching register on:
kind / cells / cell delay (ns)
AND/OR/NAND/NOR: 3 / 0.90
AND-OR/OR-AND: 1 / 0.35
flip-flops: 1 / 0.49
No activity file was given, so power comes from the tool's default toggle rates.
