==> design.v <==
module fftaddr2048(input wire clock, reset,
input wire enable,  
input wire writemode,  
output wire mem_we,  
output wire [10:0] mem_addr0,  
output wire [10:0] mem_addr1,
output wire [10:0] tf_addr);  
reg [14:0] index;
always @(posedge clock) begin
if (reset) begin
index <= 0;
end
if (enable) begin
index <= index + 2;
end
end
wire [10:0] data0;
wire [10:0] data1;
bitrev11 br0(index[10:0], data0);
bitrev11 br1(index[10:0]+1, data1);
bitcirc_r11 bc0(index[14:11], data0, mem_addr0);
bitcirc_r11 bc1(index[14:11], data1, mem_addr1);
assign mem_we = writemode;
assign tf_addr = (index[10:0] >> (11-index[14:11])) << (10-index[14:11]);
endmodule
module bitrev11(input wire [10:0] data_in, output wire [10:0] data_out);
assign data_out[0] = data_in[10];
assign data_out[1] = data_in[9];
assign data_out[2] = data_in[8];
assign data_out[3] = data_in[7];
assign data_out[4] = data_in[6];
assign data_out[5] = data_in[5];
assign data_out[6] = data_in[4];
assign data_out[7] = data_in[3];
assign data_out[8] = data_in[2];
assign data_out[9] = data_in[1];
assign data_out[10] = data_in[0];
endmodule
module bitcirc_r11(input wire [3:0] n, input wire [10:0] data_in, output wire [10:0] data_out);
wire [10:0] data_out3;
wire [10:0] data_out2;
wire [10:0] data_out1;
assign data_out3 = (n[3] == 1) ? {data_in[7:0], data_in[10:8]} : data_in;
assign data_out2 = (n[2] == 1) ? {data_out3[3:0], data_out3[10:4]} : data_out3;
assign data_out1 = (n[1] == 1) ? {data_out2[1:0], data_out2[10:2]} : data_out2;
assign data_out = (n[0] == 1) ? {data_out1[0], data_out1[10:1]} : data_out1;
endmodule  
==> run.sh <==
#!/bin/bash
# OpenROAD 26Q1-2900-gdf79404cd8, Yosys 0.63+post, stock flow scripts
make -C /OpenROAD-flow-scripts/flow DESIGN_CONFIG=/design/flow/config.mk WORK_HOME=/design/flow/orfs finish
==> config.mk <==
export PLATFORM = sky130hd
export DESIGN_NAME = fftaddr2048
export DESIGN_NICKNAME = fftaddr2048
export VERILOG_FILES = /design/flow/design.v
export SDC_FILE = /design/flow/constraint.sdc
export NUM_CORES = 4
export LEC_CHECK = 1
export CORE_UTILIZATION = 50
==> constraint.sdc <==
current_design fftaddr2048

set clk_period 6.7
set clk_io_pct 0.2

create_clock -name clk0 -period $clk_period [get_ports {clock}]

set non_clock_inputs [all_inputs -no_clocks]
set_input_delay [expr $clk_period * $clk_io_pct] -clock clk0 $non_clock_inputs
set_output_delay [expr $clk_period * $clk_io_pct] -clock clk0 [all_outputs]
==> results.json <==
{
  "status": "completed",
  "total_power_mw": 0.487,
  "ys_seq_share_pct": 16.6,
  "worst_clock_skew_ps": 0.693,
  "core_area_sq_mm": 0.00482,
  "grt_overflow": 0,
  "maxSlewViolCount": 0,
  "postCtsResizedCells": 0,
  "warning_count": 27,
  "worst-path-buf-inv": 3,
  "drt_iter0_drc": 251,
  "routed_wl_um": 6770,
  "synth_cell_types": 67,
  "worstPathRequired_ps": 5360,
  "gp_congestion": 0.956,
  "drc": 0,
  "clk-insertion-delay-late_ps": 240,
  "yosysWarnings": 2,
  "slew_headroom_pct": 44.4,
  "io_buffers": 35,
  "antenna_cells": 0,
  "numClockSinks": 14,
  "cp_top_family": "AND-OR/OR-AND gates",
  "dr.pass1.iters": 4,
  "die_h_um": 73.3,
  "fin_area_sq_mm": 0.00288,
  "aoi_share_pct": 25.0,
  "post-route-util_pct": 59.8,
  "critPathMaxStageDelay_ps": 520,
  "rsz0062_at_grt": "no",
  "die-area_sq_mm": 0.00537,
  "htree_levels": 1,
  "track_usage_pct": 27.2,
  "syn_avg_cell_area_sq_um": 7.76,
  "flop_cell": "edfxtp_1",
  "ioPinCount": 38,
  "regMostFlops": "index",
  "worst_setup_path_end_kind": "output pin",
  "num_rows": 25,
  "path_cells": "buf_4, clkinv_1, ha_1, nor2_2, a21boi_2, a22oi_2, o32ai_1, o221ai_1, o31ai_1, clkdlybuf4s50_1",
  "final_cell_mix": "clkdlybuf4s50_1 (35), mux2i_1 (34), nand2_1 (31)",
  "fa_ha_area_share_pct": 1.97,
  "ys_ff": 14,
  "synth-async-reset-ratio_pct": 0,
  "cts_root_buffer": "clkbuf_8",
  "first_global_vias": 2288,
  "largest_register_ffs": 14,
  "lay_top_count": "clkdlybuf4s50_1",
  "fin_crit_ps": 5060,
  "antenna_left": 0,
  "max_freq_mhz": 198,
  "largestRegisters": "index x14",
  "numCtsBuffers": 3,
  "yosys_cells": 327,
  "timing.final.crit_share_pct": 75.5,
  "synthXorXnorAreaFrac_pct": 5.17,
  "whs_ps": 702,
  "ys_area_sq_mm": 0.00254,
  "cts_buffer_depth": 2,
  "clk_pin_slew_ps": 50,
  "cts_setup_buffers": 0,
  "slowest_stage": "ha_1",
  "cts_hold_buf": 0,
  "routedWlPerCell_um": 16.8,
  "mux_area_share_pct": 19.9,
  "arrival_ps": 3720,
  "antenna_found_initial": 0,
  "cp-start-kind": "flop",
  "grt_pass1_wl_um": 11200,
  "drive_above_1_share_pct": 10.1,
  "dpl.hpwl_um": 4960,
  "worst-slew-pin-transition_ps": 834,
  "simple_gate_share_pct": 23.8,
  "hold_viol": 0,
  "setup_viol": 0,
  "p_per_area_mw_per_mm2": 169,
  "critPathKind": "flop to output pin",
  "hold_path_class": "flop to flop",
  "cts_tree": "yes",
  "p_leak_nw": 1.05,
  "syn-cell-area_sq_mm": 0.00254,
  "fp_util_pct": 52.7,
  "syn2layout_area_growth_pct": 13.5,
  "fin_tns_setup_ps": 0,
  "irDropWorstVdd_uv": 150,
  "syn-instance-count": 327,
  "die_x_um": 73.3,
  "drv_cap": 0,
  "dpl_cell_area_sq_mm": 0.00284,
  "edf_count": 14,
  "vias": 2485,
  "routed_via_density": 6.17,
  "top_logic_kind": "AND-OR/OR-AND gates",
  "grt_max_degree": 38,
  "crit_path_max_fanout": 32
}
==> stage by stage <==
stage,setup WS [ps],cells
after floorplan,3170,327
after global placement,2150,400
after detailed placement,1960,400
after CTS,1690,403
after global routing,1370,403
final,1640,403
==> worst paths after layout <==
kind              from         end  cells after the start  slack [ps]
max          index[13]  tf_addr[9]                     10        1640
min           index[1]    index[1]                      1         700
max reg2reg  index[11]   index[14]                      6        3970
min reg2reg   index[1]    index[1]                      1         700
==> worst reg2reg max path, delay by kind of cell, from the launching register on <==
kind                   cells  cell delay (ps)
XOR/XNOR                   1              170
AND/OR/NAND/NOR            3              630
flip-flops                 1              740
buffers and inverters      2              930
==> final cells by class <==
cell class	count	area [sq um]
fill	463	1940
multi-input combinational	272	1930
sequential	14	420
timing repair buffer	39	380
tap	67	83.8
clock buffer	3	41.3
inverter	8	30.0
==> synth_stat cells (3+ instances only) <==
| master | instances | share of area [%] |
|---|---|---|
| o21ai_0 | 12 | 2.4 |
| o21ai_1 | 3 | 0.59 |
| o31ai_1 | 6 | 1.8 |
| ha_1 | 4 | 2.0 |
| nand2_1 | 31 | 4.6 |
| or4_1 | 3 | 0.89 |
| a21oi_1 | 24 | 4.7 |
| or3_1 | 3 | 0.74 |
| mux2_2 | 6 | 2.7 |
| nand4_1 | 6 | 1.5 |
| edfxtp_1 | 14 | 17 |
| xor2_1 | 4 | 1.4 |
| mux2i_1 | 34 | 13 |
| o22ai_1 | 4 | 0.99 |
| and2_1 | 15 | 3.7 |
| nor2b_1 | 5 | 1.2 |
| clkbuf_1 | 9 | 1.3 |
| o211ai_1 | 3 | 0.89 |
| inv_1 | 7 | 1.0 |
| nand3_1 | 11 | 2.2 |
| buf_2 | 19 | 3.7 |
| a31oi_1 | 4 | 0.99 |
| nor2_1 | 29 | 4.3 |
| a22oi_2 | 3 | 1.5 |
| o32ai_2 | 3 | 1.9 |
| xnor2_1 | 11 | 3.8 |
==> where the power goes <==
group          switching, mW  internal (mW)
Sequential            0.0221          0.106
Clock                 0.0269         0.0397
Combinational          0.148          0.144
Total                  0.197          0.290
==> cell families (layout without fill, tap and decap cells) <==
family | Yosys count | after routing
AND/OR/NAND/NOR | 120 | 120
AND-OR/OR-AND | 87 | 87
multiplexers | 46 | 46
buffers and inverters | 41 | 50
XOR/XNOR | 15 | 15
flip-flops | 14 | 14
adder cells (fa/ha/maj) | 4 | 4
==> layer usage <==
metal / share of wire (%) / GRT usage [%] / up-vias
met5: 0 / 0 / -
met4: 0.66 / 2.40 / 0
met3: 6.8 / 5.41 / 6
met2: 46 / 42.7 / 98
met1: 47 / 41.0 / 1143
li1: - / - / 1238
No activity file was given, so power comes from the tool's default toggle rates.
