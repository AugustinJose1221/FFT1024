==> design/flow/design.v <==
module butterflyx8(input wire clock, reset,
input wire enable,
input wire [31:0] a,
input wire [31:0] b,
input wire [31:0] tf,  
output reg [31:0] y,
output reg [31:0] z);
reg state;
reg signed [31:0] r_1;
reg signed [31:0] r_2;
reg signed [31:0] j_1;
reg signed [31:0] j_2;
wire signed [15:0] b_r = b[31:16];
wire signed [15:0] b_j = b[15:0];
wire signed [15:0] tf_r = tf[31:16];
wire signed [15:0] tf_j = tf[15:0];
always @(posedge clock) begin
if(reset) begin
state <= 0;
y <= 0;
z <= 0;
r_1 <= 0;
r_2 <= 0;
j_1 <= 0;
j_2 <= 0;
end
if(enable && state == 0) begin
r_1 <= b_r * tf_r;
r_2 <= b_j * tf_j;
j_1 <= b_r * tf_j;
j_2 <= b_j * tf_r;
state <= 1;
end
if(state == 1) begin
y[31:16] <= a[31:16] + r_1[30:15] - r_2[30:15];
y[15:0] <= a[15:0] + j_1[30:15] + j_2[30:15];
z[31:16] <= a[31:16] - r_1[30:15] + r_2[30:15];
z[15:0] <= a[15:0] - j_1[30:15] - j_2[30:15];
state <= 0;
end
end
endmodule
==> design/flow/run.sh <==
#!/bin/bash
# OpenROAD 26Q1-2900-gdf79404cd8, Yosys 0.63+post, stock flow scripts
make -C /OpenROAD-flow-scripts/flow DESIGN_CONFIG=/design/flow/config.mk WORK_HOME=/design/flow/orfs finish
==> design/flow/config.mk <==
export PLATFORM = sky130hd
export DESIGN_NAME = butterflyx8
export DESIGN_NICKNAME = butterflyx8
export VERILOG_FILES = /design/flow/design.v
export SDC_FILE = /design/flow/constraint.sdc
export NUM_CORES = 4
export LEC_CHECK = 1
export CORE_UTILIZATION = 30
==> design/flow/constraint.sdc <==
current_design butterflyx8

set clk_period 12.0
set clk_io_pct 0.2

create_clock -name clk0 -period $clk_period [get_ports {clock}]

set non_clock_inputs [all_inputs -no_clocks]
set_input_delay [expr $clk_period * $clk_io_pct] -clock clk0 $non_clock_inputs
set_output_delay [expr $clk_period * $clk_io_pct] -clock clk0 [all_outputs]
==> run notes <==
On the backend side, the flow ran end to end.

The maximum number of pins on one net before global-route repair stands at 62. The logic area stands at 0.0360 sq mm. Buffers inserted to repair hold after CTS numbered 0. The fraction of layout cells with a size suffix above 1 stands at 2.62%.

The DRC violation count after routing stands at 0. After detailed routing, the met2 layer carries 56900 um of wire. According to the floorplan report, the total die area is 0.152 sq mm. The post-DP HPWL stands at 90100 um. The average via count per standard cell stands at 4.48. The number of nets with antenna violations after routing stands at 0. The synthesis report lists the Yosys warning total as 1.

The number of enable-type register cells in the synthesized netlist stands at 127. The report lists the cells along the critical path as clkdlybuf4s50_1 > buf_4 > nand2_1 > fa_1 > inv_1 > fa_1 > inv_1 > fa_1 > inv_1 > fa_1 > fa_1 > inv_1 > fa_1 > inv_1 > ha_1 > nand4_1 > a21oi_1 > o211ai_1 > nand4_2 > a311oi_1 > o31ai_1 > a21oi_1 > nand2b_1 > a221oi_1. Per the synthesis report, the single largest cell type by area occupies 47.8% of cell area. STA classifies the critical path startpoint as a primary input. The pin slew with the least headroom to its limit stands at 0.879 ns. The run finished with clean final reports. Among all flip-flop cells after synthesis, the most frequent one is sky130_fd_sc_hd__edfxtp_1. The routed design could run at a clock period as short as 9.19 ns. For this run, the final setup violation count is recorded as 0. The post-synthesis instance area stands at 0.0453 sq mm. The worst path setup slack after routing stands at 2.81 ns.

By area, the combinational part of the netlist is dominated by adder cells. The last weighted congestion value of the routability-driven placer stands at 0.903. For reference, the placement row count at floorplan is 142.

The total number of H-tree levels stands at 4. The clock passes through at most 2 buffers. The die span in y stands at 390 um. After routing, the total negative slack on setup checks comes to 0 ns.

The area inside the core boundary stands at 0.150 sq mm. The detailed-route via count stands at 30721.

After clock tree synthesis, the repair step resized 0 gates. The wire length on met3 stands at 11400 um. The OpenROAD warning count stands at 55.

STA classifies the critical path endpoint as a register. The commonest cells after synthesis are sky130_fd_sc_hd__inv_1, sky130_fd_sc_hd__fa_1, sky130_fd_sc_hd__nand2_1. The count of cell types in the netlist stands at 69.

The area fraction in xor and xnor cells stands at 2.50%. The placed instances occupy a cell area of 0.0492 sq mm. The final max-slew violation count stands at 0.

The area growth from synthesis to final layout stands at 10.0%. According to the report, the first pass of detailed routing completed in 5 iterations. The delay of the slowest cell on the worst path stands at 1.02 ns. Per the slew report, the remaining headroom to the max-slew limit stands at 41.2%. The detailed router finished its first iteration with 987 violations.

Per the synthesis report, the adder-cell share of the synthesized area is 58.0%. The peak fanout along the critical path stands at 20. STA puts the critical path data arrival time at 9.48 ns. TritonCTS built the clock tree. The critical path's slowest stage uses the library cell sky130_fd_sc_hd__clkdlybuf4s50_1. The initial antenna violation count is 1. The floorplan step set the die width to 390 um. The global routing usage summed across all routing layers stands at 16.7%. Sorting the Yosys area breakdown by cell type puts at the top sky130_fd_sc_hd__fa_1. The chip area line in the Yosys stat output reads 0.0453 sq mm. Sorting the synthesized cells by area gives the leading types as sky130_fd_sc_hd__fa_1, sky130_fd_sc_hd__inv_1, sky130_fd_sc_hd__ha_1. The buffer_ports step reported a buffer count of 162. Clock tree synthesis inserted a total of 17 buffers. Before CTS, the worst setup slack after placement is 2.29 ns. The post-route clock skew stands at 0.0356 ns. The area taken by sequential standard cells is reported as 0.00383 sq mm. The number of storage elements in the synthesis netlist stands at 128.

The and-or/or-and share of the synthesized area stands at 3.88%. The highest layer touched by signal routing is met5. Counting stages on the worst path, the most repeated cell is sky130_fd_sc_hd__fa_1. The final-layout fill cell count stands at 15094. The overall overflow remaining after global route stands at 0. Dividing the final minimum period by the clock period gives 76.6%. The first-pass GRT wire length stands at 188000 um. The number of global-route vias before repair stands at 34495.

The CTS sink count stands at 128. The finished layout cell area stands at 0.0498 sq mm. Of all flip-flops after synthesis, the portion carrying an async set or reset was 0%.

Per the final timing report, the hold violations number 0. The clock-pin slew on the worst setup and hold paths stands at 0.09 ns. Setup repair after global routing left no endpoint under its margin. The final core area utilization stands at 33.3%. The buffers inserted during post-CTS setup optimization stands at 0. The synth_stat.txt file lists the number of cells as 4787. The share of cell area taken by muxes after synthesis stands at 0.155%.

At the worst endpoint, the required time is 12.30 ns. The maximum achievable frequency stands at 109 MHz. For this design the top-level I/O count stands at 163.

After synthesis, the mean cell area works out to 9.45 sq um. The detailed router reported a total wirelength of 113000 um. The post-route report lists met1 wire length as 42900 um. Among all cell types in the netlist, the one instantiated most often is sky130_fd_sc_hd__inv_1. The critical path is of the in -> reg type. The insertion delay of the later-clocked pin in the worst-skew pair stands at 0.50 ns. In this run the worst hold path is classified as reg -> reg. The routed wirelength normalized by instance count stands at 16.5 um. The total of max-cap violations stands at 0. In the synthesized netlist, the number of instances is 4787. The synthesized netlist devotes 14.9% of its cell area to simple gates.

The tree is rooted in a sky130_fd_sc_hd__clkbuf_16. The sequential-to-total area share from yosys stat stands at 8.47%. The initial core utilization stands at 30.2%.
## final timing paths
kind                 from       to  slack [ns]  cells past startpoint
setup reg to reg  r_2[15]    y[30]        7.92                     14
hold / removal      state    z[16]        0.90                      2
setup / recovery   tf[24]  j_2[24]        2.81                     24
hold reg to reg     state    z[16]        0.90                      2
## area by class of cell
type | instances | share of cell area [%]
well taps | 2016 | 5.06
inverters | 1245 | 9.38
multi-input cells | 3204 | 72.2
repair buffers | 238 | 4.40
clock buffers | 17 | 0.854
diodes | 1 | 0.00502
flip-flops and latches | 128 | 7.70
clock inverters | 15 | 0.392
## cell usage in the layout (no fill, tap or decap), drive strengths merged, types with 3 or more instances in the layout
| master | count |
|---|---|
| inv | 1254 |
| fa | 1081 |
| nand2 | 530 |
| and2 | 465 |
| ha | 370 |
| clkdlybuf4s50 | 162 |
| nor2 | 151 |
| edfxtp | 127 |
| xnor2 | 87 |
| buf | 76 |
| a21oi | 72 |
| o21ai | 52 |
| nor3 | 50 |
| xor2 | 42 |
| nand2b | 37 |
| a21o | 27 |
| nand3 | 24 |
| and3 | 19 |
| nor2b | 18 |
| clkbuf | 17 |
| o21a | 15 |
| a31oi | 15 |
| nor3b | 14 |
| nand4 | 13 |
| a21boi | 12 |
| or3 | 11 |
| or2 | 10 |
| o211ai | 8 |
| mux2i | 7 |
| a211oi | 7 |
| nor4 | 6 |
| a311oi | 5 |
| nand3b | 5 |
| o31ai | 5 |
| a311o | 4 |
| a41oi | 4 |
| o2111ai | 3 |
| bufinv | 3 |
## critical path: cells and delay by family
kind | cells | cell delay (ns)
compound gates | 6 | 1.35
buf+inv | 7 | 1.74
simple gates | 4 | 0.65
fa+ha+maj | 7 | 3.28
## registers in the layout, summed over array words and instances, names as in the netlist
signal and flops:
r_2 16, state 1, j_2 16, r_1 16
y 31, z 32, j_1 16
## routing by layer
metal / GRT usage [%] / vias up
met4: 2.35 / 2
li1: - / 14083
met5: 0.255 / -
met2: 28.1 / 852
met3: 7.05 / 99
met1: 20.7 / 15685
## cells by family (layout without fill, tap and decap cells)
| group | Yosys count | after routing |
|---|---|---|
| DFF | 128 | 128 |
| AOI/OAI and AO/OA | 260 | 260 |
| and+or+nand+nor | 1357 | 1357 |
| muxes | 7 | 7 |
| adders and majority gates | 1451 | 1451 |
| other | 0 | 1 |
| buffers and inverters | 1455 | 1515 |
| xor gates and xnor gates | 129 | 129 |
## stage by stage
stage	std cells	hold slack [ns]
after global placement	6831	0.865
after CTS	6863	0.911
after global routing	6863	0.944
after detailed placement	6831	0.868
final	6864	0.896
after floorplan	4787	0.749
